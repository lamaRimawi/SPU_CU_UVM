==> design.v <==
module spn_cu (
    input  logic        clk,
    input  logic        reset,            
    input  logic [1:0]  opcode,           
    input  logic [15:0] data_in,          
    input  logic [31:0] secret_key,       
    output logic [15:0] data_out,         
    output logic [1:0]  valid             
);
    typedef enum logic [2:0] {
        IDLE        = 3'b000,
        PROCESS     = 3'b001,
        DONE        = 3'b010,
        ERROR       = 3'b011
    } state_t;
    state_t current_state, next_state;
    logic [15:0] data_reg, result_reg;
    logic [1:0]  operation_reg;
    logic [31:0] key_reg;
    logic [1:0]  round_counter;
    logic        processing;
    logic [3:0] sbox [16] = '{
        4'hA, 4'h5, 4'h8, 4'h2, 4'h6, 4'hC, 4'h4, 4'h3,
        4'h1, 4'h0, 4'hB, 4'h9, 4'hF, 4'hD, 4'h7, 4'hE
    };
    logic [3:0] inv_sbox [16] = '{
        4'h9, 4'h8, 4'h3, 4'h7, 4'h6, 4'h1, 4'h4, 4'hE,
        4'h2, 4'hB, 4'h0, 4'hA, 4'h5, 4'hD, 4'hF, 4'hC
    };
    function logic [15:0] get_round_key(input logic [31:0] key, input logic [1:0] round_num);
        case (round_num)
            2'b00: get_round_key = {key[7:0], key[23:16]};       
            2'b01: get_round_key = key[15:0];                    
            2'b10: get_round_key = {key[7:0], key[31:24]};       
            default: get_round_key = 16'h0000;
        endcase
    endfunction
    function logic [15:0] apply_sbox(input logic [15:0] data_in);
        apply_sbox = {sbox[data_in[15:12]], sbox[data_in[11:8]], 
                     sbox[data_in[7:4]], sbox[data_in[3:0]]};
    endfunction
    function logic [15:0] apply_inv_sbox(input logic [15:0] data_in);
        apply_inv_sbox = {inv_sbox[data_in[15:12]], inv_sbox[data_in[11:8]], 
                         inv_sbox[data_in[7:4]], inv_sbox[data_in[3:0]]};
    endfunction
    function logic [15:0] apply_pbox(input logic [15:0] data_in);
        apply_pbox = {data_in[13:0], data_in[15:14]};   
    endfunction
    function logic [15:0] apply_inv_pbox(input logic [15:0] data_in);
        apply_inv_pbox = {data_in[1:0], data_in[15:2]};   
    endfunction
    function logic [15:0] encrypt_round(input logic [15:0] data, input logic [31:0] key, input logic [1:0] round_num);
        logic [15:0] temp_data;
        logic [15:0] round_key;
        round_key = get_round_key(key, round_num);
        temp_data = data ^ round_key;            
        temp_data = apply_sbox(temp_data);       
        if (round_num != 2'b10) begin           
            temp_data = apply_pbox(temp_data);   
        end
        encrypt_round = temp_data;
    endfunction
    function logic [15:0] decrypt_round(input logic [15:0] data, input logic [31:0] key, input logic [1:0] round_num);
        logic [15:0] temp_data;
        logic [15:0] round_key;
        temp_data = data;
        case (round_num)
            2'b10: begin   
                round_key = get_round_key(key, 2'b10);
                temp_data = apply_inv_sbox(temp_data);
                temp_data = temp_data ^ round_key;
            end
            2'b01: begin   
                round_key = get_round_key(key, 2'b01);
                temp_data = apply_inv_pbox(temp_data);
                temp_data = apply_inv_sbox(temp_data);
                temp_data = temp_data ^ round_key;
            end
            2'b00: begin   
                round_key = get_round_key(key, 2'b00);
                temp_data = apply_inv_pbox(temp_data);
                temp_data = apply_inv_sbox(temp_data);
                temp_data = temp_data ^ round_key;
            end
        endcase
        decrypt_round = temp_data;
    endfunction
    function logic [15:0] full_encrypt(input logic [15:0] plaintext, input logic [31:0] key);
        logic [15:0] temp_data;
        temp_data = plaintext;
        temp_data = encrypt_round(temp_data, key, 2'b00);   
        temp_data = encrypt_round(temp_data, key, 2'b01);   
        temp_data = encrypt_round(temp_data, key, 2'b10);   
        full_encrypt = temp_data;
    endfunction
    function logic [15:0] full_decrypt(input logic [15:0] ciphertext, input logic [31:0] key);
        logic [15:0] temp_data;
        temp_data = ciphertext;
        temp_data = decrypt_round(temp_data, key, 2'b10);   
        temp_data = decrypt_round(temp_data, key, 2'b01);   
        temp_data = decrypt_round(temp_data, key, 2'b00);   
        full_decrypt = temp_data;
    endfunction
    always_ff @(posedge clk or posedge reset) begin
        if (reset) begin
            current_state <= IDLE;
            data_reg <= 16'h0000;
            result_reg <= 16'h0000;
            operation_reg <= 2'b00;
            key_reg <= 32'h00000000;
            round_counter <= 2'b00;
            processing <= 1'b0;
        end else begin
            current_state <= next_state;
            case (current_state)
                IDLE: begin
                    if (opcode == 2'b01 || opcode == 2'b10) begin
                        data_reg <= data_in;
                        operation_reg <= opcode;
                        key_reg <= secret_key;
                        round_counter <= 2'b00;
                        processing <= 1'b1;
                    end
                end
                PROCESS: begin
                    if (operation_reg == 2'b01) begin
                        result_reg <= full_encrypt(data_reg, key_reg);
                    end else begin
                        result_reg <= full_decrypt(data_reg, key_reg);
                    end
                    processing <= 1'b0;
                end
                DONE: begin
                end
                ERROR: begin
                end
                default: begin
                end
            endcase
        end
    end
    always_comb begin
        case (current_state)
            IDLE: begin
                data_out = 16'h0000;
                if (opcode == 2'b11) begin
                    valid = 2'b11;   
                end else begin
                    valid = 2'b00;   
                end
            end
            PROCESS: begin
                data_out = 16'h0000;
                valid = 2'b00;
            end
            DONE: begin
                data_out = result_reg;
                valid = (operation_reg == 2'b01) ? 2'b01 : 2'b10;
            end
            ERROR: begin
                data_out = 16'h0000;
                valid = 2'b11;
            end
            default: begin
                data_out = 16'h0000;
                valid = 2'b00;
            end
        endcase
    end
    always_comb begin
        next_state = current_state;
        case (current_state)
            IDLE: begin
                if (opcode == 2'b01 || opcode == 2'b10) begin
                    next_state = PROCESS;
                end else if (opcode == 2'b11) begin
                    next_state = ERROR;
                end
            end
            PROCESS: begin
                next_state = DONE;
            end
            DONE: begin
                next_state = IDLE;
            end
            ERROR: begin
                next_state = IDLE;
            end
            default: begin
                next_state = IDLE;
            end
        endcase
    end
endmodule
==> run.sh <==
#!/bin/bash
# OpenROAD 26Q1-2900-gdf79404cd8, Yosys 0.63+post, stock flow scripts
make -C /OpenROAD-flow-scripts/flow DESIGN_CONFIG=/design/flow/config.mk WORK_HOME=/design/flow/orfs finish
==> config.mk <==
export PLATFORM = sky130hd
export DESIGN_NAME = spn_cu
export DESIGN_NICKNAME = spn_cu
export VERILOG_FILES = /design/flow/design.v
export SDC_FILE = /design/flow/constraint.sdc
export NUM_CORES = 4
export LEC_CHECK = 1
export CORE_UTILIZATION = 30
export SYNTH_HDL_FRONTEND = slang
==> constraint.sdc <==
current_design spn_cu

set clk_period 3.7
set clk_io_pct 0.2

create_clock -name clk0 -period $clk_period [get_ports {clk}]

set non_clock_inputs [all_inputs -no_clocks]
set_input_delay [expr $clk_period * $clk_io_pct] -clock clk0 $non_clock_inputs
set_output_delay [expr $clk_period * $clk_io_pct] -clock clk0 [all_outputs]
==> run summary <==
Post-synthesis cell area - 0.00870 mm2
# IOs - 70
Clk buf depth - 2
Critical-path top delay cell - mux4_2
Overall global routing resource usage - 16.9%
Cell count listed in synth_stat.txt - 973
Status - finished, final reports clean
Crit path DAT - 3.91 ns
Critical path peak fanout - 6
CTS tree - done
Post-synth top flop - dfrtp_1
Hold EP - result_reg[2]$_DFFE_PP0P_
ANT nets after route - 0
Worst path cell trace - inv_2 -> ha_4 -> inv_1 -> mux4_2 -> xnor2_4 -> inv_4 -> ha_4 -> mux2_4 -> a221oi_4 -> xnor2_4 -> or3_1 -> and3_1 -> or3_4 -> a31oi_2
GR Overflow Total - 0
TritonCTS Buffers - 9
Maximum vdd drop - 240 uV
Ys Warns - 0
Min Tclk post-route - 3.64 ns
#FFs+latches synth - 70
Rows - 61
Slew HR - 52.2%
Final Skew - 0.00567 ns
Reg-to-Reg End - result_reg[14]$_DFFE_PP0P_
Setup_tns - 0 ns
Log Warnings - 103
Drt wl/cell - 15.7 um
Crit path kind - reg2reg
CTS Sinks - 70
Cells on Worst Hold Path - 2
Die height - 172 um
Via density - 5.01
Die area - 0.0297 mm2
Power density cells - 152 mW/mm2
Area reported by Yosys stat - 0.00870 mm2
Design Power - 1.82 mW
Area leader, netlist - dfrtp_1
EDFF count, synth - 0
Crit path launch type - register
Register area share after synthesis - 20.1%
Cell area after layout - 0.0120 mm2
Final setup viols - 0
R2R setup slack - 0.06 ns
Drt drc - 0
H-tree levels - 3
Root Buffer - clkbuf_16
Die W - 172 um
Layout cells sized above 1 - 31.9%
Core Density at Floorplan - 30.9%
Leakage power - 5.45 nW
Final number of max-transition violations - 0
Largest register FFs - 32
Syn avg cell area - 8.94 um2
# diodes - 0
R2r startpoint - data_reg[13]$_DFFE_PP0P_
Clk latency late pin - 0.35 ns
Wire length of the first global-routing pass - 37.9 mm
WHS - 0.482 ns
Final wirelength - 24.6 mm
Hold_sp - result_reg[2]$_DFFE_PP0P_
Mapped Cells - 973
DP HPWL - 19.1 mm
Share of flip-flops with an asynchronous set or reset - 100%
DRT iter0 DRCs - 457
Worst Max-Slew Pin Slew - 0.716 ns
Dpl cell area - 0.0109 mm2
Worst path max stage delay - 0.52 ns
Distinct lib cells - 93
Largest type area fraction - 19.8%
Max cap viols - 0
Hold/Removal Path Class - reg2reg
Pre-antenna DRT Iters - 5
Clock-pin transition on the worst setup and hold timing paths - 0.06 ns
Required @ worst endpoint - 3.97 ns
Area Growth Syn to Fin - 37.4%
Endpoints failing hold - 0
Buffers on Ports - 69
Vias in the first global route - 6934
RSZ-0062 raised after global routing - true
Largest net degree at the start of global routing - 42
Worst reg2reg path depth - 14
Biggest area cells - dfrtp_1 (20%), ha_1 (15%), mux2i_1 (6.2%)
Period utilization - 98.4%
GP Congestion - 0.949
Initial antenna violation count - 0
Setup crit end kind - register
FMAX - 275 MHz
Vias - 7861
Floorplan Core Area - 0.0282 mm2
==> placed cells by master (no fill, tap or decap), types with 22 or more instances in the layout <==
master / instances
mux2_2: 35
nand3_1: 22
clkdlybuf4s50_1: 69
nand2b_1: 22
mux2i_1: 49
and2_1: 23
nand2_1: 56
xnor2_1: 26
buf_4: 167
inv_1: 70
ha_1: 95
o21ai_0: 44
dfrtp_1: 60
nor2_1: 26
a21oi_1: 24
==> layer usage <==
layer | wire length [um] | vias up | share of wire (%) | track usage [%]
li1 | - | 3962 | - | -
met1 | 12200 | 3690 | 50 | 26.3
met2 | 10500 | 189 | 43 | 25.0
met3 | 1580 | 20 | 6.4 | 3.42
met4 | 246 | 0 | 1.0 | 1.62
met5 | 0 | - | 0 | 0
==> synth_stat cells (all sizes together) (11+ instances only) <==
master	count
a211oi	13
nor4	12
nor3	25
mux2i	55
xnor2	51
o221ai	13
o22ai	12
or4	11
dfrtp	69
xor2	28
buf	24
nand2	56
and2	27
or3	16
nand3	23
nand2b	22
ha	102
a21oi	25
inv	89
clkbuf	17
nor2	27
o211ai	18
o21ai	51
mux2	40
==> kinds of logic (layout without fill, tap and decap cells) <==
| group | after synthesis | count (layout) | synth area share [%] |
|---|---|---|---|
| compound gates | 211 | 211 | 17.5 |
| buf+inv | 132 | 350 | 6.30 |
| xor+xnor | 79 | 79 | 9.50 |
| mux | 102 | 102 | 13.5 |
| flops | 70 | 70 | 20.1 |
| simple gates | 274 | 274 | 18.0 |
| fa+ha+maj | 105 | 105 | 15.0 |
==> repair_timing <==
action / in CTS / in global routing
hold buffers: 0 / 0
pin swaps: 0 / 44
setup endpoints to repair: 4 / 16
buffers inserted: 2 / 14
cloned: 0 / 0
hold endpoints to repair: 0 / 0
gates resized: 3 / 126
==> area by class of cell <==
type,count,area (um2)
clock buffer,9,225
clock inverter,7,97.6
fill,2597,16200
inverter,91,345
multi-input combinational,771,7010
sequential,70,1760
tap,378,473
timing repair buffer,243,2040
==> worst max-delay path: cells and delay by family, from the launching register on <==
kind,cells,cell delay [ns]
AND-OR/OR-AND,2,0.55
XOR/XNOR,2,0.39
adder cells (fa/ha/maj),2,0.26
buffers and inverters,3,0.18
flip-flops,1,0.46
multiplexers,2,0.79
AND/OR/NAND/NOR,3,0.91
==> worst max path at each step <==
stage	cells after the start	end	from	slack (ns)
global route	14	result_reg[14]$_DFFE_PP0P_	data_reg[13]$_DFFE_PP0P_	-0.07
finish	14	result_reg[14]$_DFFE_PP0P_	data_reg[13]$_DFFE_PP0P_	0.06
CTS	15	result_reg[10]$_DFFE_PP0P_	data_reg[13]$_DFFE_PP0P_	0.003
==> through the flow <==
step / std cells / setup slack [ns] / utilization (%)
finish: 1569 / 0.0590 / 42.5
global route: 1569 / -0.0703 / 42.5
CTS: 1556 / 0.00303 / 40.0
detailed placement: 1538 / -0.0455 / 38.7
global placement: 1538 / -0.0771 / 38.7
floorplan: 973 / 0.000526 / -
==> where the power goes <==
group	internal (mW)	switching [mW]
Combinational	0.0500	0.0269
Sequential	0.765	0
Clock	0.593	0.386
No activity file was given, so power comes from the tool's default toggle rates.
